==> ./design.v <==
`timescale 1ns / 1ps
module anti_jitter(
	input clock,
   input [WIDTH - 1:0] in,
   output reg [WIDTH - 1:0] out
   );
	parameter WIDTH = 1;
	parameter HOLD = 100000;
	reg [31:0] counter = 0;
	reg [WIDTH - 1:0] last_seen = 0;
	always @(posedge clock) begin
		if (last_seen != in) begin
			counter <= 0;
		end else if (counter < HOLD) begin
			counter <= counter + 1;
		end else begin
			out <= last_seen;
		end
		last_seen <= in;
	end
endmodule
`timescale 1ns / 1ps
module button_pointer(
    input button_left,
    input button_right,
    input button_up,
    input button_down,
    input button_select,
    output pointer_ready,
    output [8:0] pointer_delta_x,
    output [8:0] pointer_delta_y,
	 output pointer_select
    );
	parameter DELTA_UNIT = 7'd20;
	assign pointer_ready = button_left || button_right || button_up || button_down || button_select;
	assign pointer_delta_x[8] = button_left;
	assign pointer_delta_x[7:0] = button_left || button_right ? DELTA_UNIT : 7'd0;
	assign pointer_delta_y[8] = button_up;
	assign pointer_delta_y[7:0] = button_up || button_down ? DELTA_UNIT : 7'd0;
	assign pointer_select = button_select;
endmodule
`timescale 1ns / 1ps
module clock_divider(
	input in,
	output out
	);
	parameter COUNTER_WIDTH = 1;
	reg [COUNTER_WIDTH - 1:0] counter = 0;
	always @(posedge in) begin
		counter <= counter + 1'b1;
	end
	assign out = counter[COUNTER_WIDTH - 1];
endmodule
`timescale 1ns / 1ps
module clock_divider_to_125ms(
   input clock_100mhz,
   output reg clock_125ms = 0
   );
	parameter COUNTER_MAX = 6250000;
	reg [25:0] counter = 0;
	always @(posedge clock_100mhz) begin
		if (counter < COUNTER_MAX - 1) begin
			counter <= counter + 1'b1;
		end else begin
			counter <= 0;
			clock_125ms <= ~clock_125ms;
		end
	end
endmodule
`timescale 1ns / 1ps
module color_circlizer(
	input [4:0] x_position,
	input [4:0] y_position,
   input [7:0] color_in,
   input [7:0] color_blank,
   output [7:0] color_out
   );
	parameter BLOCK_SIZE = 20;
	wire [3:0] x = x_position > BLOCK_SIZE / 2 ? x_position - BLOCK_SIZE / 2 : BLOCK_SIZE / 2 - x_position;
	wire [3:0] y = y_position > BLOCK_SIZE / 2 ? y_position - BLOCK_SIZE / 2 : BLOCK_SIZE / 2 - y_position;
	assign color_out = x * x + y * y < (BLOCK_SIZE / 2) * (BLOCK_SIZE / 2) ? color_in : color_blank;
endmodule
`timescale 1ns / 1ps
module color_generator(
	input [4:0] x_index,
	input [4:0] y_index,
	output [7:0] color
	);
	wire [3:0] h;
	wire [2:0] s;
	assign h = x_index * 12 / 32;
	assign s = y_index / 6 + 4;
	hsv_to_rgb hsv_to_rgb(h, s, 3'b111, color[7:5], color[4:2], color[1:0]);
endmodule
`timescale 1ns / 1ps
module hsv_to_rgb(
	input [3:0] h,
	input [2:0] s,
	input [2:0] v,
	output [2:0] r,
	output [2:0] g,
	output [1:0] b
	);
	wire [2:0] max = v;
	wire [2:0] _temp = v * s / 7;
	wire [2:0] min = v - _temp;
	wire [2:0] mid = v - _temp / 2;
	wire [2:0] b_;
	assign r = h == 0 || h == 1 || h == 2 || h == 10 || h == 11 ? max :
			h == 3 || h == 9 ? mid :
			min;
	assign g = h == 2 || h == 3 || h == 4 || h == 5 || h == 6 ? max :
			h == 1 || h == 7 ? mid :
			min;
	assign b_ = h == 6 || h == 7 || h == 8 || h == 9 || h == 10 ? max :
			h == 5 || h == 11 ? mid :
			min;
	assign b = b_ / 2;
endmodule
`timescale 1ns / 1ps
module life_game(
	input clock,
	input enable,
	input circlize,
	input pointer_ready,
	input [8:0] pointer_delta_x,
	input [8:0] pointer_delta_y,
	input pointer_select,
	input [9:0] x_position,
	input [8:0] y_position,
	input inside_video,
	output reg [7:0] color
	);
	parameter BLOCK_SIZE = 20;
	parameter BLOCK_COUNT_X = 640 / BLOCK_SIZE;
	parameter BLOCK_COUNT_Y = 480 / BLOCK_SIZE;
	parameter COLOR_POINTER = 8'b110_110_10;
	parameter COLOR_EMPTY = 8'b111_111_11;
	parameter COLOR_BLACK = 8'b000_000_00;
	reg [9:0] pointer_x = 320;
	reg [8:0] pointer_y = 240;
	wire [4:0] pointer_x_index;
	wire [4:0] pointer_y_index;
	wire pointer_select_on [0:BLOCK_COUNT_X - 1] [0:BLOCK_COUNT_Y - 1];
	reg map_0 [0:BLOCK_COUNT_X - 1] [0:BLOCK_COUNT_Y - 1];
	reg map_1 [0:BLOCK_COUNT_X - 1] [0:BLOCK_COUNT_Y - 1];
	reg map_index = 0;
	wire [3:0] neighbor_count_0 [0:BLOCK_COUNT_X - 1] [0:BLOCK_COUNT_Y - 1];
	wire [3:0] neighbor_count_1 [0:BLOCK_COUNT_X - 1] [0:BLOCK_COUNT_Y - 1];
	wire [4:0] x_index;
	wire [4:0] y_index;
	wire block_current;
	wire [7:0] color_life;
	wire [7:0] color_empty;
	wire [7:0] color_block;
	wire [7:0] color_block_circlized;
	initial begin
		map_0[1][0] = 1;
		map_0[2][1] = 1;
		map_0[0][2] = 1;
		map_0[1][2] = 1;
		map_0[2][2] = 1;
	end
	always @(posedge clock) begin
		if (pointer_ready) begin
			if (pointer_delta_x[8]) begin
				pointer_x <= pointer_x - pointer_delta_x[7:0];
			end else begin
				pointer_x <= pointer_x + pointer_delta_x[7:0];
			end
			if (pointer_delta_y[8]) begin
				pointer_y <= pointer_y - pointer_delta_y[7:0];
			end else begin
				pointer_y <= pointer_y + pointer_delta_y[7:0];
			end
		end
	end
	assign pointer_x_index = pointer_x / BLOCK_SIZE;
	assign pointer_y_index = pointer_y / BLOCK_SIZE;
	always @(posedge clock) begin
		if (enable) begin
			map_index <= ~map_index;
		end
	end
genvar i, j;
generate
	for (i = 0; i < BLOCK_COUNT_X; i = i + 1) begin
		for (j = 0; j < BLOCK_COUNT_Y; j = j + 1) begin
	assign pointer_select_on[i][j] = i == pointer_x_index && j == pointer_y_index && pointer_select;
	assign neighbor_count_0[i][j] = map_0[(i - 1 + BLOCK_COUNT_X) % BLOCK_COUNT_X][(j - 1 + BLOCK_COUNT_Y) % BLOCK_COUNT_Y] + map_0[i][(j - 1 + BLOCK_COUNT_Y) % BLOCK_COUNT_Y] + map_0[(i + 1) % BLOCK_COUNT_X][(j - 1 + BLOCK_COUNT_Y) % BLOCK_COUNT_Y]
			+ map_0[(i - 1 + BLOCK_COUNT_X) % BLOCK_COUNT_X][j] + map_0[(i + 1) % BLOCK_COUNT_X][j]
			+ map_0[(i - 1 + BLOCK_COUNT_X) % BLOCK_COUNT_X][(j + 1) % BLOCK_COUNT_Y] + map_0[i][(j + 1) % BLOCK_COUNT_Y] + map_0[(i + 1) % BLOCK_COUNT_X][(j + 1) % BLOCK_COUNT_Y];
	assign neighbor_count_1[i][j] = map_1[(i - 1 + BLOCK_COUNT_X) % BLOCK_COUNT_X][(j - 1 + BLOCK_COUNT_Y) % BLOCK_COUNT_Y] + map_1[i][(j - 1 + BLOCK_COUNT_Y) % BLOCK_COUNT_Y] + map_1[(i + 1) % BLOCK_COUNT_X][(j - 1 + BLOCK_COUNT_Y) % BLOCK_COUNT_Y]
			+ map_1[(i - 1 + BLOCK_COUNT_X) % BLOCK_COUNT_X][j] + map_1[(i + 1) % BLOCK_COUNT_X][j]
			+ map_1[(i - 1 + BLOCK_COUNT_X) % BLOCK_COUNT_X][(j + 1) % BLOCK_COUNT_Y] + map_1[i][(j + 1) % BLOCK_COUNT_Y] + map_1[(i + 1) % BLOCK_COUNT_X][(j + 1) % BLOCK_COUNT_Y];
	always @(posedge clock) begin
		if (map_index == 0) begin
			map_0[i][j] <= pointer_select_on[i][j] ^ map_0[i][j];
			if (map_0[i][j]) begin
				map_1[i][j] <= neighbor_count_0[i][j] == 2 | neighbor_count_0[i][j] == 3;
			end else begin
				map_1[i][j] <= neighbor_count_0[i][j] == 3;
			end
		end else begin
			map_1[i][j] <= pointer_select_on[i][j] ^ map_1[i][j];
			if (map_1[i][j]) begin
				map_0[i][j] <= neighbor_count_1[i][j] == 2 | neighbor_count_1[i][j] == 3;
			end else begin
				map_0[i][j] <= neighbor_count_1[i][j] == 3;
			end
		end
	end
		end
	end
endgenerate
	assign x_index = x_position / BLOCK_SIZE;
	assign y_index = y_position / BLOCK_SIZE;
	assign block_current = map_index == 0 ? map_0[x_index][y_index] : map_1[x_index][y_index];
	color_generator color_generator(x_index, y_index, color_life);
	assign color_empty = x_index == pointer_x_index && y_index == pointer_y_index ? COLOR_POINTER : COLOR_EMPTY;
	assign color_block = block_current ? color_life : color_empty;
	color_circlizer #(BLOCK_SIZE) color_circlizer (x_position - x_index * BLOCK_SIZE, y_position - y_index * BLOCK_SIZE, color_block, color_empty, color_block_circlized);
	always @(*) begin
		if (inside_video) begin
			if (x_position <= BLOCK_SIZE * BLOCK_COUNT_X) begin
				color = circlize ? color_block : color_block_circlized;
			end else begin
				color = COLOR_BLACK;
			end
		end else begin
			color = 0;
		end
	end
endmodule
`timescale 1ns / 1ps
module multiplexer_4_1(
   input [3:0] in,
   input [1:0] select,
   output out
   );
	assign out = in[select];
endmodule
`timescale 1ns / 1ps
module top(
	input clock,
	input [7:0] sw,
	input btn_l, btn_r, btn_u, btn_d, btn_s,
	inout mouse_clock,
	inout mouse_data,
	output reg [7:0] led = 0,
	output vga_h_sync,
	output vga_v_sync,
	output [2:0] vga_r,
	output [2:0] vga_g,
	output [1:0] vga_b
   );
	wire [7:0] switch;
	wire button_left, button_right, button_up, button_down, button_select;
	wire clock_50mhz;
	wire pointer_ready;
	wire [8:0] pointer_delta_x;
	wire [8:0] pointer_delta_y;
	wire clock_25mhz;
	wire inside_video;
	wire [9:0] x_position;
	wire [8:0] y_position;
	wire [7:0] color;
	wire clock_125ms;
	wire clock_250ms;
	wire clock_500ms;
	wire clock_1s;
	wire clock_life_game;
	anti_jitter #(8) switch_anti_jitter(clock, sw[7:0], switch[7:0]);
	anti_jitter #(5) button_anti_jitter(clock, {btn_l, btn_r, btn_u, btn_d, btn_s}, {button_left, button_right, button_up, button_down, button_select});
	clock_divider #(1) clock_divider_to_50mhz(clock, clock_50mhz);
	clock_divider #(1) clock_divider_to_25mhz(clock_50mhz, clock_25mhz);
	vga_controller vga_controller(clock_25mhz, switch[0], vga_h_sync, vga_v_sync, inside_video, x_position, y_position);
	button_pointer #(25) button_pointer (button_up, button_down, button_left, button_right, button_select, pointer_ready, pointer_delta_x, pointer_delta_y, pointer_select);
	clock_divider_to_125ms clock_divider_to_125ms(clock, clock_125ms);
	clock_divider #(1) clock_divider_to_250ms(clock_125ms, clock_250ms);
	clock_divider #(1) clock_divider_to_500ms(clock_250ms, clock_500ms);
	clock_divider #(1) clock_divider_to_1s(clock_500ms, clock_1s);
	multiplexer_4_1 clock_multiplexer({clock_125ms, clock_250ms, clock_500ms, clock_1s}, switch[6:5], clock_life_game);
	life_game #(25) life_game(clock_life_game, switch[7], switch[4], pointer_ready, pointer_delta_x, pointer_delta_y, pointer_select, x_position, y_position, inside_video, color);
	assign vga_r = color[7:5];
	assign vga_g = color[4:2];
	assign vga_b = color[1:0];
	always @(posedge clock_125ms) begin
		led <= led + 1'b1;
	end
endmodule
`timescale 1ns / 1ps
module vga_controller(
	input clock_25mhz,
	input reset,
	output reg h_sync,
	output reg v_sync,
	output reg inside_video,
	output [9:0] x_position,
	output [8:0] y_position
	);
	parameter H_SYNC = 96;
	parameter H_BPORCH = 144;
	parameter H_FPORCH = 784;
	parameter H_TOTAL = 800;
	parameter V_SYNC = 2;
	parameter V_BPORCH = 35;
	parameter V_FPORCH = 511;
	parameter V_TOTAL = 525;
	reg [9:0] h_counter = 0;
	reg [9:0] v_counter = 0;
	reg v_enable = 0;
	always @(posedge clock_25mhz or posedge reset) begin
		if (reset) begin
			h_counter <= 0;
		end else if (h_counter == H_TOTAL - 1) begin
			h_counter <= 0;
			v_enable <= 1;
		end else begin
			h_counter <= h_counter + 1'b1;
			v_enable <= 0;
		end
	end
	always @(*) begin
		if (h_counter < H_SYNC) begin
			h_sync = 0;
		end else begin
			h_sync = 1;
		end
	end
	always @(posedge clock_25mhz or posedge reset) begin
		if (reset) begin
			v_counter <= 0;
		end else if (v_enable) begin
			if (v_counter == V_TOTAL - 1) begin
				v_counter <= 0;
			end else begin
				v_counter <= v_counter + 1'b1;
			end
		end
	end
	always @(*) begin
		if (v_counter < V_SYNC) begin
			v_sync = 0;
		end else begin
			v_sync = 1;
		end
	end
	always @(*) begin
		if ((h_counter >= H_BPORCH) && (h_counter < H_FPORCH) && (v_counter >= V_BPORCH) && (v_counter < V_FPORCH)) begin
			inside_video = 1;
		end else begin
			inside_video = 0;
		end
	end
	assign x_position = h_counter - H_BPORCH;
	assign y_position = v_counter - V_BPORCH;
endmodule
==> ./run.sh <==
#!/bin/bash
# OpenROAD 26Q1-2900-gdf79404cd8, Yosys 0.63+post, stock flow scripts
make -C /OpenROAD-flow-scripts/flow DESIGN_CONFIG=/design/flow/config.mk WORK_HOME=/design/flow/orfs finish
==> ./config.mk <==
export PLATFORM = sky130hd
export DESIGN_NAME = top
export DESIGN_NICKNAME = top
export VERILOG_FILES = /design/flow/design.v
export SDC_FILE = /design/flow/constraint.sdc
export NUM_CORES = 4
export LEC_CHECK = 1
export CORE_UTILIZATION = 30
==> ./constraint.sdc <==
current_design top

set clk_period 4.9
set clk_io_pct 0.2

create_clock -name clk0 -period $clk_period [get_ports {clock}]

set non_clock_inputs [all_inputs -no_clocks]
set_input_delay [expr $clk_period * $clk_io_pct] -clock clk0 $non_clock_inputs
set_output_delay [expr $clk_period * $clk_io_pct] -clock clk0 [all_outputs]
==> flow_summary.ini <==
; flow metrics
[logic_synthesis]
synth_flops = 1118
simple_gate_share_pct = 7.09
yosysMostFrequentCell = inv_1
syn_inst = 25100
edf_count = 32
yosysTopAreaCell = fa_1
ff_type = dfxtp_1
yosys_warnings = 12
ys_seq_share_pct = 10.2
logic_family = adder cells
ys_top_cells_by_count = 7647 x inv_1, 3822 x fa_1, 2969 x ha_1
synth_top_area_share_pct = 34.4
synthArstFlopShare_pct = 1.79
synth.cellmix.xorXnorShare_pct = 4.51
synth_area_um2 = 223000
synth_adder_area_share_pct = 51.1
aoi_share_pct = 13.1
top_cells_by_area = fa_1 34%, ha_1 17%, inv_1 13%, dfxtp_1 9.6%, xnor2_1 4.2%
yosys_cells = 25100
yosysUniqueCellTypes = 113
yosys_area_um2 = 223000
avgSynthCellArea_um2 = 8.87
mux_share_pct = 0.130

[final_timing]
finalMaxSlewViolations = 0
setup_violations = 0
hold_viol = 0
untimed_endpoints = 1036
worst_pin_slew_ns = 1.50
slew_headroom_pct = 0.0168
unclocked_pins = 1003
min_period_ns = 3.13
rsz0062_at_grt = false
finClkSkew_ns = 0.0207
finalClockPeriodUsage_pct = 63.9
fmax_mhz = 320
fin_setup_tns_ns = 0

[routing]
final_antenna_net_count = 0
totalWireLength_um = 1150000
drc = 0
firstDrtPassIters = 6
viasPerCell = 5.29
wl_per_cell_um = 32.5
drt_iter0_drc = 13300
vias = 188000

[die]
core_area_um2 = 740000
dieHeight_um = 863
ios = 34
initial_utilization_pct = 30.1
dieWidth_um = 863
chip_area_um2 = 746000
row_count = 316

[global_routing]
grt_max_degree = 107
grt_overflow = 0
grt_use_total_pct = 32.0
grt_pass1_vias = 188000
grt_pass1_wl_um = 1570000
antenna_found_initial = 202

[cells_and_area]
syn2layout_area_growth_pct = 8.42
drive_gt1_share_pct = 4.24
fillers = 75200
ff_latch_area_um2 = 22800
comb_area_um2 = 170000

[worst_setup_path]
r2r_cells = 10
slowest_delay_ns = 0.49
crit_slowest_cell = clkdlybuf4s50_1
critical_path.max_fanout = 3
worstSetupPathType = reg -> out
cp.required_ns = 3.92
critPathCaptureType = output port
path_cells = nor2_1, a31o_1, or3_1, a22oi_1, clkdlybuf4s50_1
arrival_ns = 2.15
start_kind = flip-flop

[clocking]
cts_tree = yes
h-tree-depth = 4
ctsHoldBuffers = 0
ctsRootBufferMaster = clkbuf_16
cts_buffer_depth = 2
clk_latency_ns = 0.43
numCtsBuffers = 17
cts.clk_slew.worst_paths_ns = 0.08
cts_resized = 0
cts_setup_buffers = 0

[pwr]
p_leak_nw = 109
powerDensity_nw_per_um2 = 12.1
vdd_drop_max_uv = 224
p_total_mw = 2.93

[placed_design]
port-buffer-count = 31
place_congestion = 1.10
dp_hpwl_um = 951000

[worst_hold_path]
holdPathStages = 1
hold_class = reg -> reg

[job]
warning_count = 68
maxCapViolCount = 0

[status]
status = completed
==> per-stage QoR <==
| stage | std cells | hold slack, ns | cell area [µm²] | util [%] | setup WS (ns) |
|---|---|---|---|---|---|
| after floorplan | 25100 | 0.350 | 223000 | - | 2.31 |
| after CTS | 35400 | 0.380 | 241000 | 32.6 | 1.72 |
| after global placement | 35300 | 0.371 | 240000 | 32.5 | 1.72 |
| after global routing | 35400 | 0.403 | 241000 | 32.6 | 1.65 |
| after detailed placement | 35300 | 0.360 | 240000 | 32.5 | 1.77 |
| final | 35500 | 0.378 | 241000 | 32.6 | 1.77 |
==> worst max-delay path, delay by kind of cell, from the launching register on <==
kind                   cells  cell delay [ns]
DFF                        1             0.40
AOI/OAI and AO/OA          2             0.45
buffers and inverters      1             0.49
and+or+nand+nor            2             0.40
==> placed cells by master, fill, tap and decap left out, types with 29 or more instances in the layout <==
master	instances
diode_2	144
a22oi_1	134
nand2b_1	32
nor4_1	62
nand4_1	91
fa_1	3822
xnor2_1	1056
dfxtp_1	1065
nand2_1	573
a221oi_1	50
a32oi_1	63
a21oi_1	1045
nor2_1	1254
nor3_1	109
o22ai_1	1101
inv_1	7644
nand3_1	463
o21ai_0	638
a31oi_1	151
nor2_2	29
nor2b_1	84
buf_4	879
ha_1	2968
xor2_1	82
edfxtp_1	32
a2111oi_0	895
or3_1	480
clkdlybuf4s50_1	31
and2_1	53
nor2_4	42
==> cell families after synthesis <==
group / count (synthesis)
buffers and inverters: 8203
adder cells (fa/ha/maj): 6794
AND-OR/OR-AND: 4426
AND/OR/NAND/NOR: 3380
XOR/XNOR: 1144
flip-flops: 1118
multiplexers: 27
other: 1
==> routing by layer <==
layer	routed length (µm)	GRT usage, %	up-vias
li1	-	-	81500
met1	433000	39.9	94400
met2	457000	43.0	9461
met3	177000	20.0	2299
met4	82400	17.3	142
met5	2390	0.349	-
==> worst paths after layout <==
check	end	slack (ns)	from
hold / removal	clock_divider_to_50mhz.counter$_DFF_P_	0.38	clock_divider_to_50mhz.counter$_DFF_P_
setup / recovery	vga_b[0]	1.77	switch_anti_jitter.out[4]$_DFFE_PP_
hold reg to reg	clock_divider_to_50mhz.counter$_DFF_P_	0.38	clock_divider_to_50mhz.counter$_DFF_P_
setup reg to reg	switch_anti_jitter.counter[12]$_SDFFE_PN0P_	2.13	switch_anti_jitter.counter[25]$_SDFFE_PN0P_
==> final cells by class <==
cell class / instances / area share [%]
multi-input cells: 15800 / 70.3
flip-flops and latches: 1118 / 9.45
inverters: 7656 / 11.9
repair buffers: 914 / 2.90
clock inverters: 15 / 0.0653
clock buffers: 17 / 0.176
diodes: 144 / 0.149
well taps: 9858 / 5.11
==> flip-flops by register name, indices dropped and copies added (netlist names) <==
| register | flops |
|---|---|
| clock_divider_to_25mhz.counter | 1 |
| clock_divider_to_50mhz.counter | 1 |
| life_game.map_0 | 475 |
| life_game.pointer_y | 9 |
| button_anti_jitter.out | 5 |
| vga_controller.h_counter | 10 |
| clock_divider_to_250ms.counter | 1 |
| life_game.map_index | 1 |
| button_anti_jitter.last_seen | 5 |
| life_game.pointer_x | 10 |
| clock_divider_to_125ms.clock_125ms | 1 |
| clock_divider_to_500ms.counter | 1 |
| clock_divider_to_125ms.counter | 26 |
| life_game.map_1 | 475 |
| button_anti_jitter.counter | 32 |
| switch_anti_jitter.out | 5 |
| led | 8 |
| switch_anti_jitter.last_seen | 8 |
| vga_controller.v_enable | 1 |
| clock_divider_to_1s.counter | 1 |
| vga_controller.v_counter | 10 |
| switch_anti_jitter.counter | 32 |
==> power breakdown <==
group,leakage (nW),internal (mW),switching (mW),total [mW]
registers,9.16,1.27,0.0141,1.29
logic,99.6,0.0689,0.339,0.408
clock network,0.283,0.720,0.517,1.24
total,109,2.06,0.870,2.93
No activity file was given, so power comes from the tool's default toggle rates.
